`design/flow/run.sh`:
```
#!/bin/bash
# OpenROAD 26Q1-2900-gdf79404cd8, Yosys 0.63+post, stock flow scripts
make -C /OpenROAD-flow-scripts/flow DESIGN_CONFIG=/design/flow/config.mk WORK_HOME=/design/flow/orfs finish
```
`design/flow/config.mk`:
```
export PLATFORM = sky130hd
export DESIGN_NAME = IF_ID_reg
export DESIGN_NICKNAME = IF_ID_reg
export VERILOG_FILES = /design/flow/design.v
export SDC_FILE = /design/flow/constraint.sdc
export NUM_CORES = 4
export LEC_CHECK = 1
export CORE_UTILIZATION = 40
```
`design/flow/constraint.sdc`:
```
current_design IF_ID_reg

set clk_period 2.8
set clk_io_pct 0.2

create_clock -name clk0 -period $clk_period [get_ports {clk}]

set non_clock_inputs [all_inputs -no_clocks]
set_input_delay [expr $clk_period * $clk_io_pct] -clock clk0 $non_clock_inputs
set_output_delay [expr $clk_period * $clk_io_pct] -clock clk0 [all_outputs]
```
`design/flow/design.v`:
```
package structures;
	typedef struct packed { 
		logic	ALU_src;
		logic [1:0] ALU_op;
		logic setFlags;
	}  struct_EX;
	typedef struct packed {
		logic branch;
		logic	mem_write;
		logic	pc_src;
		logic mem_read;
		logic unconbr;
	}	struct_MEM;
	typedef struct packed {
		logic reg_write;
		logic mem_to_reg;
	}	struct_WB;
	 typedef struct packed {
	  logic D_type;      
	  logic I_type;      
	  logic B_type;      
	  logic CB_type;     
	  logic cbz_op;
	  logic blt_op;
	} format_type;
endpackage : structures
`timescale 1ps/1ps
import structures::*; 
module IF_ID_reg(	clk, rst, IF_ID_write, if_flush,
						instruction_in, pc_in, instruction_out, pc_out);
	input logic				 clk, rst;
	input logic				 IF_ID_write;
	input logic 	[31:0] instruction_in;
	input logic 	[63:0] pc_in;
	input logic				 if_flush;
	output logic 	[31:0] instruction_out;
	output logic 	[63:0] pc_out;
	logic						 rst_or_flush;
	or #50 (rst_or_flush, rst, if_flush);
	genvar y;
		generate			
			for(y = 0; y < 64; y++) begin : pc_reg_loop
				singleReg pc_reg(.enable(IF_ID_write), .writeData(pc_in[y]), .reset(rst_or_flush),
												  .clk(clk), .out(pc_out[y]));
			end	
	endgenerate	
	genvar z;
		generate			
			for(z = 0; z < 32; z++) begin : instruct_reg_loop
				singleReg instruct_reg(.enable(IF_ID_write), .writeData(instruction_in[z]), .reset(rst_or_flush),
												  .clk(clk), .out(instruction_out[z]));
			end	
	endgenerate	
endmodule
module D_FF (q, d, reset, clk);
output reg q;
input d, reset, clk;
always_ff @(posedge clk)
	if (reset)
		q <= 0;  
	else
		q <= d;  
endmodule
`timescale 1ps/1ps
module mux2_1(out, i0, i1, sel);
	output logic out;
	input logic i0, i1, sel;
	logic temp1;
	logic temp2;
	logic notsel;
	not #50 notselect (notsel, sel);
	and #50 firstAnd  (temp1, i1, sel);
	and #50 secondAnd  (temp2, i0, notsel);
	or #50 outOr  (out, temp1, temp2);
	endmodule
	module mux2_1_testbench();
		logic i0, i1, sel;
		logic out;
		mux2_1 dut (.out, .i0, .i1, .sel);
		initial begin
		sel=0; i0=0; i1=0; #10;
		sel=0; i0=0; i1=1; #10;
		sel=0; i0=1; i1=0; #10;
		sel=0; i0=1; i1=1; #10;
		sel=1; i0=0; i1=0; #10;
		sel=1; i0=0; i1=1; #10;
		sel=1; i0=1; i1=0; #10;
		sel=1; i0=1; i1=1; #10;
end
endmodule
module singleReg (enable, writeData, out, reset, clk);
	input logic enable;
	input logic reset;
	input logic writeData;
	input logic clk;
	output logic out;
	logic  muxOutput;
			mux2_1 mux2_1loop(.out(muxOutput), .i0(out), .i1(writeData), .sel(enable));
			D_FF d_ff (.q(out), .d(muxOutput), .reset(reset), .clk(clk));
endmodule
```
==> results.json <==
{
  "cts_resized": 0,
  "ys_warn_count": 1,
  "grt_util_all_layers_pct": 16.5,
  "muxShareOfSynthArea_pct": 23.2,
  "irDropWorstVdd_mv": 0.284,
  "drc": 0,
  "netlist_instances": 407,
  "worst_pin_slew_ns": 0.605,
  "drt_pass1_iterations": 4,
  "cts-root-buf": "clkbuf_8",
  "io_pins": 196,
  "synth_top_area_share_pct": 46.5,
  "mi_logic_area_um2": 1330,
  "report.final.hold_viol_count": 0,
  "clk_path_buf_depth": 2,
  "design_area_um2": 5660,
  "min_path_cells": 2,
  "cts_made_buffers": 9,
  "finalWirelength_um": 8640,
  "rsz0062_at_grt": "false",
  "slew_viol_final": 0,
  "hold_slack_ns": 0.497,
  "worstPathMaxFanout": 2,
  "drive_gt1_share_pct": 4.55,
  "ant_nets": 0,
  "worstPathArrival_ns": 1.20,
  "hold_class": "reg2reg",
  "core_area_um2": 9910,
  "pwr_density_cell_nw_per_um2": 490,
  "tns_ns": 0,
  "cp_slowest_cell": "clkdlybuf4s50_1",
  "crit_family": "buffers and inverters",
  "route.antenna.diode_count": 0,
  "num_rows": 36,
  "reg2reg_depth": 2,
  "fmax_ghz": 0.570,
  "cp-end-kind": "primary output",
  "ys_cells": 407,
  "clk_pin_slew_worst_paths_ns": 0.09,
  "drtIter0Drc": 65,
  "ys_seq_elements": 96,
  "htree_levels": 3,
  "place_ws_ns": 0.772,
  "die_w_um": 104,
  "cp_num_buf_inv": 1,
  "ys_area_um2": 4140,
  "top_logic_kind": "multiplexers",
  "dieArea_um2": 10800,
  "drv_cap": 0,
  "yosys.area_share.aoi_pct": 0,
  "num_vias": 2697,
  "area_growth_syn_to_layout_pct": 36.7,
  "wl_per_cell_um": 13.5,
  "xor_area_share_pct": 0,
  "cts_setup_buffers": 0,
  "flop_area_um2": 1920,
  "worst-setup-path-type": "reg2out",
  "ff2ff_setup_slack_ns": 2.16,
  "ys_sh_simple_pct": 8.86,
  "synth.largest_area_cell": "dfxtp_1",
  "path_depth": 1,
  "start_kind": "flop",
  "place_area_um2": 5450,
  "die_h_um": 104,
  "cts_tree": "yes",
  "fp_util_pct": 41.7,
  "clock_skew_ns": 0,
  "grt_max_degree": 52,
  "setup_viol": 0,
  "antenna_found_initial": 0,
  "critPathMaxStageDelay_ns": 0.50,
  "viasPerCell": 4.22,
  "grt_pass1_vias": 2744,
  "synth_area_um2": 4140,
  "fin_crit_sh_pct": 62.7,
  "period_minus_slack_ns": 1.76,
  "p_leak_nw": 2.33,
  "dp_hpwl_um": 6200,
  "worstSkewPairLatency_ns": 0.34,
  "warnings": 25,
  "overflow": 0,
  "port-buffer-count": 195,
  "worstPathRequired_ns": 2.24,
  "synthTopCellsByArea": "dfxtp_1, mux2i_1, buf_4",
  "relSlewSlack_pct": 59.6,
  "hold_buffers": 0,
  "clkSinkCount": 96,
  "ys_seq_share_pct": 46.5,
  "yosysUniqueCellTypes": 8,
  "status": "completed",
  "fillers": 878,
  "ys_sh_adder_pct": 0,
  "grt_pass1_wl_um": 13900,
  "finalWeightedCongestion": 0.784,
  "setup_ws_ns": 1.04,
  "path_cells": "clkdlybuf4s50_1",
  "avgSynthCellArea_um2": 10.2
}
==> through the flow <==
step | instances | power [mW] | util, %
after floorplan | 407 | 1.66 | -
after global placement | 624 | 1.85 | 54.9
after detailed placement | 624 | 1.85 | 54.9
after CTS | 639 | 2.82 | 57.1
after global routing | 639 | 2.90 | 57.1
final | 639 | 2.77 | 57.1
==> logic make-up after synthesis <==
family | Yosys count
muxes | 96
and+or+nand+nor | 97
DFF | 96
buffers and inverters | 118
==> how the worst max path moves through the flow <==
stage / endpoint / slack (ns)
4_1_cts: pc_out[25] / 1.03
5_1_grt: pc_out[19] / 0.98
6_report: pc_out[25] / 1.04
==> cell usage after synthesis (all sizes together) <==
| library cell | instances |
|---|---|
| or2 | 1 |
| nor2 | 96 |
| clkbuf | 5 |
| mux2i | 96 |
| dfxtp | 96 |
| buf | 113 |
==> routing by layer <==
metal | up-vias | track usage [%] | wire length (um)
met2 | 121 | 26.1 | 3820
li1 | 1398 | - | -
met4 | 0 | 1.84 | 95
met5 | - | 0 | 0
met1 | 1169 | 22.5 | 3770
met3 | 9 | 6.54 | 947
==> layout by cell type, fill, tap and decap left out <==
cell type        count
buf_12               2
buf_4                6
bufinv_16            2
clkbuf_1             1
clkbuf_8             9
clkdlybuf4s50_1    194
clkinvlp_4           3
dfxtp_1             96
mux2i_1             96
nor2_1              96
or2_4                1
==> where the power goes <==
group / leakage (nW) / total [mW] / internal [mW] / switching [mW]
Combinational: 1.45 / 0.386 / 0.267 / 0.119
Clock: 0.0946 / 0.957 / 0.499 / 0.458
Sequential: 0.782 / 1.43 / 1.41 / 0.0214
==> cell type report <==
class	count	area share, %
Clock buffer	10	2.26
Multi-Input combinational cell	193	23.5
Clock inverter	5	1.46
Tap cell	133	2.94
Timing Repair Buffer	202	35.8
Sequential cell	96	34.0
Power is estimated from default activity; no workload was simulated.

[flow/run.sh]
#!/bin/bash
# OpenROAD 26Q1-2900-gdf79404cd8, Yosys 0.63+post, stock flow scripts
make -C /OpenROAD-flow-scripts/flow DESIGN_CONFIG=/design/flow/config.mk WORK_HOME=/design/flow/orfs finish
[flow/config.mk]
export PLATFORM = sky130hd
export DESIGN_NAME = regfile
export DESIGN_NICKNAME = regfile
export VERILOG_FILES = /design/flow/design.v
export SDC_FILE = /design/flow/constraint.sdc
export NUM_CORES = 4
export LEC_CHECK = 1
export CORE_UTILIZATION = 40
[flow/constraint.sdc]
current_design regfile

set clk_period 31.3
set clk_io_pct 0.2

create_clock -name clk0 -period $clk_period [get_ports {clk}]

set non_clock_inputs [all_inputs -no_clocks]
set_input_delay [expr $clk_period * $clk_io_pct] -clock clk0 $non_clock_inputs
set_output_delay [expr $clk_period * $clk_io_pct] -clock clk0 [all_outputs]
[flow/design.v]
package structures;
	typedef struct packed { 
		logic	ALU_src;
		logic [1:0] ALU_op;
		logic setFlags;
	}  struct_EX;
	typedef struct packed {
		logic branch;
		logic	mem_write;
		logic	pc_src;
		logic mem_read;
		logic unconbr;
	}	struct_MEM;
	typedef struct packed {
		logic reg_write;
		logic mem_to_reg;
	}	struct_WB;
	 typedef struct packed {
	  logic D_type;      
	  logic I_type;      
	  logic B_type;      
	  logic CB_type;     
	  logic cbz_op;
	  logic blt_op;
	} format_type;
endpackage : structures
module D_FF (q, d, reset, clk);
output reg q;
input d, reset, clk;
always_ff @(posedge clk)
	if (reset)
		q <= 0;  
	else
		q <= d;  
endmodule
`timescale 1ps/1ps
module enDecoder3_8(enable, in, out);
    input logic enable;
    input logic [2:0] in;
    output logic [7:0] out;
    and #50 de3to8_1 (out[0], ~in[2], ~in[1], ~in[0], enable);
    and #50 de3to8_2 (out[1], ~in[2], ~in[1], in[0], enable);
    and #50 de3to8_3 (out[2], ~in[2], in[1], ~in[0], enable);
    and #50 de3to8_4 (out[3], ~in[2], in[1], in[0], enable);
    and #50 de3to8_5 (out[4], in[2], ~in[1], ~in[0], enable);
    and #50 de3to8_6 (out[5], in[2], ~in[1], in[0], enable);
    and #50 de3to8_7 (out[6], in[2], in[1], ~in[0], enable);
    and #50 de3to8_8 (out[7], in[2], in[1], in[0], enable);
endmodule
`timescale 1ps/1ps
module mux2_1(out, i0, i1, sel);
	output logic out;
	input logic i0, i1, sel;
	logic temp1;
	logic temp2;
	logic notsel;
	not #50 notselect (notsel, sel);
	and #50 firstAnd  (temp1, i1, sel);
	and #50 secondAnd  (temp2, i0, notsel);
	or #50 outOr  (out, temp1, temp2);
	endmodule
	module mux2_1_testbench();
		logic i0, i1, sel;
		logic out;
		mux2_1 dut (.out, .i0, .i1, .sel);
		initial begin
		sel=0; i0=0; i1=0; #10;
		sel=0; i0=0; i1=1; #10;
		sel=0; i0=1; i1=0; #10;
		sel=0; i0=1; i1=1; #10;
		sel=1; i0=0; i1=0; #10;
		sel=1; i0=0; i1=1; #10;
		sel=1; i0=1; i1=0; #10;
		sel=1; i0=1; i1=1; #10;
end
endmodule
module mux32_1(registers, ReadRegister, out);
	input logic [31:0] registers;
	input logic [4:0] ReadRegister;
	output logic out;
	logic [7:0] muxOut1;
	logic [1:0] muxOut2;
	genvar i;
		generate
			for(i = 0; i < 32; i = i + 4) begin: firstMuxs
				mux4_1 mux4_1_8(.out(muxOut1[i/4]), .i00(registers[i]), .i01(registers[i + 1]), .i10(registers[i + 2]),
									 .i11(registers[i + 3]), .sel0(ReadRegister[0]), .sel1(ReadRegister[1]));
			end
		endgenerate
	mux4_1 mux4_1_21(.out(muxOut2[0]), .i00(muxOut1[0]), .i01(muxOut1[1]), 
						 .i10(muxOut1[2]), .i11(muxOut1[3]), .sel0(ReadRegister[2]), .sel1(ReadRegister[3]));
	mux4_1 mux4_1_22(.out(muxOut2[1]), .i00(muxOut1[4]), .i01(muxOut1[5]), 
						 .i10(muxOut1[6]), .i11(muxOut1[7]), .sel0(ReadRegister[2]), .sel1(ReadRegister[3]));
	mux2_1 muxout(.out(out), .i0(muxOut2[0]), .i1(muxOut2[1]), .sel(ReadRegister[4]));
endmodule
module mux4_1(out, i00, i01, i10, i11, sel0, sel1);
	output logic out;
	input logic i00, i01, i10, i11, sel0, sel1;
	logic v0, v1;
	mux2_1 m0(.out(v0), .i0(i00), .i1(i01), .sel(sel0));
	mux2_1 m1(.out(v1), .i0(i10), .i1(i11), .sel(sel0));
	mux2_1 m (.out(out), .i0(v0), .i1(v1), .sel(sel1));
	endmodule
module mux4_1_testbench();
	logic i00, i01, i10, i11, sel0, sel1;
	logic out;
	mux4_1 dut (.out, .i00, .i01, .i10, .i11, .sel0, .sel1);
	integer i;
	initial begin
	for(i=0; i<64; i++) begin
		{sel1, sel0, i00, i01, i10, i11} = i; #10;
		end
	end
endmodule
`timescale 1ps/1ps
module regfile (ReadData1, ReadData2, WriteData, ReadRegister1, ReadRegister2, WriteRegister, 
					RegWrite, clk, reset);
		input logic	[4:0]		ReadRegister1, ReadRegister2, WriteRegister;
		input logic [63:0]	WriteData;
		input logic				RegWrite, clk, reset;
		output logic [63:0]	ReadData1, ReadData2;
		logic [31:0] writeEnable;
		logic [15:0] secondDecoderOut;
		logic [3:0] out2to4; 
		logic [31:0][63:0] registers;
		and #50 de2to4_1   (out2to4[0], ~WriteRegister[3], ~WriteRegister[4], RegWrite);
		and #50 de2to4_2   (out2to4[1], WriteRegister[3], ~WriteRegister[4], RegWrite);
		and #50 de2to4_3   (out2to4[2], ~WriteRegister[3], WriteRegister[4], RegWrite);
		and #50 de2to4_4   (out2to4[3], WriteRegister[3], WriteRegister[4], RegWrite);
		enDecoder3_8 dec3_8_1 (.enable(out2to4[0]), .in({WriteRegister[2], WriteRegister[1], WriteRegister[0]}), 
									.out(writeEnable[7:0]));
		enDecoder3_8 dec3_8_2 (.enable(out2to4[1]), .in({WriteRegister[2], WriteRegister[1], WriteRegister[0]}), 
									  .out(writeEnable[15:8]));
		enDecoder3_8 dec3_8_3 (.enable(out2to4[2]), .in({WriteRegister[2], WriteRegister[1], WriteRegister[0]}), 
									  .out(writeEnable[23:16]));
		enDecoder3_8 dec3_8_4 (.enable(out2to4[3]), .in({WriteRegister[2], WriteRegister[1], WriteRegister[0]}), 
									  .out(writeEnable[31:24]));
		genvar n;
		genvar m;
			generate 
				for(m = 0; m < 31; m++) begin : regs		
						for(n = 0; n < 64; n++) begin : DFFs
							singleReg writetoregister(.enable(writeEnable[m]), .writeData(WriteData[n]), .reset(reset),
												  .clk(clk), .out(registers[m][n]));
							end					  
				end
		endgenerate
		genvar c;
			generate
				for (c = 0; c < 64; c++) begin : reg31
					singleReg writetoregister(.enable(writeEnable[31]), .writeData(1'b0), .reset(reset),
						.clk(clk), .out(registers[31][c]));
				end
		endgenerate 
		logic [63:0] reg_data_1, reg_data_2;
		genvar i;
			generate
				for(i=0; i < 64; i++) begin : eachReg
					logic [31:0] temp_bits;
					genvar j;
					for(j=0; j<32; j++) begin: storetemp
						assign temp_bits[j] = registers[j][i];
					end
					mux32_1 mux32_1_1(.registers(temp_bits), .ReadRegister(ReadRegister1),
											.out(reg_data_1[i]));
					mux32_1 mux32_1_2(.registers(temp_bits), .ReadRegister(ReadRegister2),
											.out(reg_data_2[i]));
				end
		endgenerate
	logic [4:0] 			match_addr_1, match_addr_2;
	logic 					hold_1, hold_2;					
	logic 					match_1, match_2;
	genvar q;
		generate
			for(q = 0; q < 5; q++) begin: check_addr
				xnor #50 xnor1(match_addr_1[q], WriteRegister[q], ReadRegister1[q]);
				xnor #50 xnor2(match_addr_2[q], WriteRegister[q], ReadRegister2[q]);
		end
	endgenerate
	and  #50 and_1			(hold_1, match_addr_1[0], match_addr_1[1], match_addr_1[2]);
	and  #50 and_1_2		(match_1, hold_1, match_addr_1[3], match_addr_1[4], RegWrite);				
	and  #50 and_2			(hold_2, match_addr_2[0], match_addr_2[1], match_addr_2[2]);
	and  #50 and_2_2		(match_2, hold_2, match_addr_2[3], match_addr_2[4], RegWrite);
	genvar p;
		generate
			for (p = 0; p < 64; p++) begin: match_write_read_addr 
				mux2_1 addr_1(
				.out	(ReadData1[p]),
				.i0	(reg_data_1[p]), 
				.i1	(WriteData[p]),
				.sel	(match_1)
				);
				mux2_1 addr_2(
				.out	(ReadData2[p]),
				.i0	(reg_data_2[p]), 
				.i1	(WriteData[p]),
				.sel	(match_2)
				);
		end
	endgenerate
endmodule
module singleReg (enable, writeData, out, reset, clk);
	input logic enable;
	input logic reset;
	input logic writeData;
	input logic clk;
	output logic out;
	logic  muxOutput;
			mux2_1 mux2_1loop(.out(muxOutput), .i0(out), .i1(writeData), .sel(enable));
			D_FF d_ff (.q(out), .d(muxOutput), .reset(reset), .clk(clk));
endmodule
==> run summary <==
Results of an implementation run.

The run finished, with violations left. The checks that failed: max-capacitance violations, max-slew violations. The maximum vdd ir drop is slightly below 70 uV.

The script logs the mean routed wire length per placed instance as 33.0 microns. Counting along the longest clock path gives a buffer depth of 3. Pins over their slew limit in the final report were tallied at 2. The highest fanout seen on the critical path is about 43.

The clock-pin slew on the worst setup and hold paths is 0.06 ns. Of the post-synthesis cell area, the dominant cell type holds 0.389. The cell count in the Yosys report is roughly 12,000. The report lists the power per cell area as 51.2 nW/um^2. The number of cell instances on the worst register-to-register path is 2.

The shortest clock period the worst path allows after layout is approximately 18 ns. Checking max transition, the worst relative margin is -0.0259. The tree is rooted in a clkbuf_16. Buffers added to address setup during post-CTS repair amount to 0. The clock latency reported for the late side of the worst-skew pair is 0.91 ns. The number of OpenROAD warnings is 45. The routed design has 505,000 microns of wire.

The OpenROAD report gives the critical path a required time of 25.04 ns. The setup violation total in the final timing report is 0. Summing every instance area after synthesis gives about 110,000 sq um. The most frequently used library cell after synthesis is nand2_1. The weighted congestion at the end of routability-driven global placement is 1.00.

Counting endpoints that fail hold in the final report gives 0. The overall power of the completed layout is 5940 uW. The commonest register cell is dfxtp_1. The number of enable-type register cells in the synthesized netlist is 0. The critical path startpoint category is a primary input. The report puts the hold buffer count at CTS at 0. The critical path's slowest stage uses the library cell a31oi_2. The number of global-route vias before repair was between 90,000 and 100k. The critical path buffer and inverter count is 7.

The die width is between 500 and 600 microns. The worst hold path belongs to the class reg2reg. The via-per-instance ratio is 6.52. The period utilization is 0.576. The launching element of the worst setup path is ReadRegister2[0]. Per the OpenROAD floorplan log, the area of the core is 262,000 sq um.

For this run, the top clock speed supported by timing is roughly 55 MHz. The filler cells instantiated in the layout total between 20,000 and 25,000. The floorplan-stage core utilization is 0.402. The die area is approximately 270,000 sq um. The number of clock sinks came to around 2,000. Per the detail_route report, the via count comes to around 100,000. The worst reg-to-reg setup slack is just over 30 ns. Counting distinct cell types in the post-synthesis netlist gives ~64. The aggregate negative setup slack is 0 ns. After floorplanning, the core was divided into 188 placement rows. The chip area from the yosys synthesis statistics is 105,000 sq um. The worst setup path category is in2out.

In the synthesized netlist the async set-or-reset flop fraction comes to 0. The number of CTS-inserted buffers is ~220. The post-cts resize count is 0.

The pin closest to its max-slew limit shows a slew of 1.54 ns. The maximum cell stage delay along the critical path is between 0.8 and 0.9 ns. Among cell families on the critical path, the largest total delay comes from buffers and inverters. The remaining antenna violation count is 0.

The number of buffer cells added on primary ports is approximately 210. Summed over all routing layers, the global router reports a total usage of 0.393. The cell count after synthesis is between 10,000 and 15,000.

The first global-routing pass estimated about 700,000 microns of wire. The first-pass iteration count of the detailed router is 10. TritonCTS built the clock tree. Counting instances, the worst hold path has a depth of 2. The number of flip-flops and latches in the synthesized netlist is around 2,000.

The share of the yosys chip area belonging to registers is 0.389. The leakage component of the power is about 0.038 uW. Summed over all instances, the cell type with the most area after synthesis is dfxtp_1.

The pin count of the biggest net entering global routing is roughly 160. Compared with the post-synthesis result, the final layout area differs by 10.1%. Per STA, the library cell used most along the worst path is buf_4. The synthesized area divided by synthesized cell count is around 8.6 sq um. The total overflow left after global routing is 0. The share of cells above drive strength 1 is 0.145.

The endpoint kind of the worst setup timing path is a primary output. The height of the die is 515 microns. After synthesis, the cell types taking the most area are dfxtp_1 (39%), mux4_2 (17%), nand2_1 (15%). The number of ports placed on the die boundary is about 210.

For reference, the critical path cell chain is buf_8 -> buf_4 -> buf_4 -> buf_4 -> buf_4 -> mux4_2 -> nor2b_1 -> a2111oi_0 -> nor3_1 -> a31oi_2 -> buf_4 -> clkdlybuf4s50_1. The arrival time of data at the critical path endpoint is about 12 ns. On the final layout, the worst clock skew is 0 ns. After the first detailed-routing iteration, the DRC count stood at roughly 12,000.

The number of violations of the max-capacitance limit is 1. Setup repair after global routing left no endpoint under its margin. The number of warnings issued by yosys is 1.

The total number of H-tree levels is 4. The number of antenna violations at the first check in global routing was 39. The number of remaining DRC errors is 0. The placed wire-length estimate after detailed placement is around 300,000 microns. After synthesis, the most frequently instantiated cells are nand2_1 (4,081), a21oi_1 (2,158), dfxtp_1 (2,048), mux4_2 (811), clkbuf_1 (790).
## cell type report
class | instances | area (sq um) | area share
tap | 3515 | 4400 | 0.0379
clock inverter | 80 | 1100 | 0.00953
antenna | 38 | 95.1 | 0.000820
multi-input combinational | 8698 | 57800 | 0.498
clock buffer | 314 | 6320 | 0.0546
sequential | 2048 | 41000 | 0.354
inverter | 7 | 31.3 | 0.000270
timing repair buffer | 601 | 5220 | 0.0450
## placed cells by master, fill, tap and decap left out, types with 167 or more instances in the layout
cell type	netlist	final
a21oi_1	2158	2157
mux2i_1	438	438
a22oi_1	167	167
clkbuf_16	0	217
nand2_1	4081	4048
clkdlybuf4s50_1	0	198
mux4_2	811	811
buf_4	244	383
o22ai_1	167	167
dfxtp_1	2048	2048
## tightest hold or removal path: cells and delay by family (launching register included)
kind | cells | cell delay [ns]
AND/OR/NAND/NOR | 1 | 0.05
flip-flops | 1 | 0.31
AND-OR/OR-AND | 1 | 0.05
## worst max-delay path by stage
stage	to	slack [ns]	depth (start not counted)
after CTS	ReadData2[35]	13.40	12
after global routing	ReadData2[35]	13.15	12
final	ReadData2[35]	13.28	12
## stage by stage
| step | cells | hold WS (ns) | instance area [sq um] | utilization | setup WS (ns) |
|---|---|---|---|---|---|
| global route | 15300 | 0.479 | 116000 | 0.442 | 13.15 |
| detailed placement | 14900 | 0.455 | 108000 | 0.414 | 13.40 |
| finish | 15300 | 0.464 | 116000 | 0.442 | 13.28 |
| CTS | 15300 | 0.463 | 116000 | 0.442 | 13.40 |
| floorplan | 12200 | 0.441 | 105000 | - | 16.98 |
| global placement | 14900 | 0.448 | 108000 | 0.414 | 13.54 |
## kinds of logic (layout without fill, tap and decap cells)
| kind of cell | after synthesis | after routing | synth area share |
|---|---|---|---|
| and+or+nand+nor | 4472 | 4472 | 0.165 |
| AOI/OAI and AO/OA | 2952 | 2952 | 0.160 |
| DFF | 2048 | 2048 | 0.389 |
| buffers and inverters | 1448 | 1002 | 0.0679 |
| muxes | 1264 | 1264 | 0.217 |
| xor gates and xnor gates | 10 | 10 | 0.000831 |
| other | 0 | 38 | 0 |
## layer usage
metal,routed length (microns),GRT usage
met1,162000,0.445
met3,88200,0.256
met5,640,0.0210
met4,48700,0.294
met2,205000,0.525
## report_power, final
part / total (uW) / switching [uW] / internal (uW)
Sequential: 2640 / 13.5 / 2620
Clock: 2730 / 1150 / 1580
Combinational: 575 / 416 / 159
Power figures rest on the tool's default switching activity, not on a simulated workload.

[config.mk]
export PLATFORM = sky130hd
export DESIGN_NAME = Forwarding_Unit
export DESIGN_NICKNAME = Forwarding_Unit
export VERILOG_FILES = /design/flow/design.v
export SDC_FILE = /design/flow/constraint.sdc
export NUM_CORES = 4
export LEC_CHECK = 1
export CORE_AREA = 10 10 144 144
export DIE_AREA = 0 0 154 154
[constraint.sdc]
current_design Forwarding_Unit

set clk_period 20.2
set clk_io_pct 0.2

create_clock -name clk0 -period $clk_period

set non_clock_inputs [all_inputs -no_clocks]
set_input_delay [expr $clk_period * $clk_io_pct] -clock clk0 $non_clock_inputs
set_output_delay [expr $clk_period * $clk_io_pct] -clock clk0 [all_outputs]
[design.v]
package structures;
	typedef struct packed { 
		logic	ALU_src;
		logic [1:0] ALU_op;
		logic setFlags;
	}  struct_EX;
	typedef struct packed {
		logic branch;
		logic	mem_write;
		logic	pc_src;
		logic mem_read;
		logic unconbr;
	}	struct_MEM;
	typedef struct packed {
		logic reg_write;
		logic mem_to_reg;
	}	struct_WB;
	 typedef struct packed {
	  logic D_type;      
	  logic I_type;      
	  logic B_type;      
	  logic CB_type;     
	  logic cbz_op;
	  logic blt_op;
	} format_type;
endpackage : structures
module Forwarding_Unit (
		clk,
		rst,
		ex_Rn,
		ex_Rm,
		mem_Rd,
		wb_Rd,
		ex_mem_reg_write,
		mem_wb_reg_write,
		instruction_ex,
		forward_A,
		forward_B,
		ALU_result,
		mem_ALU_result,
		wb_write_data,
		cbz_or_br,
		id_ex_reg_write,
		ex_Rd,
		forward_id_BR_data,
		forward_idB,
		id_Rd
	);
	input logic					clk, rst;
	input logic [4:0]	 		ex_Rn, ex_Rm;
	input logic [4:0] 		mem_Rd;
	input logic	[4:0]			wb_Rd;
	input logic 				ex_mem_reg_write;
	input logic 				mem_wb_reg_write;
	input logic	[31:0]		instruction_ex;
	output logic [1:0] 		forward_A;
	output logic [1:0] 		forward_B;
	input logic [63:0]		ALU_result;
	input logic [63:0]		mem_ALU_result;
	input logic [63:0]		wb_write_data;
	input logic 				cbz_or_br;
	input logic 				id_ex_reg_write;
	input logic [4:0]			ex_Rd;
	input logic	[4:0]			id_Rd;
	output logic [63:0]		forward_id_BR_data;
	output logic				forward_idB;
	logic [5:0] 				forward_rm;
	always_comb begin
		forward_A = '0;
		forward_B = '0;
		forward_idB = '0;
		forward_id_BR_data = '0;
		if (instruction_ex[31:21] == 11'b11111000000) begin  
			forward_rm = instruction_ex[4:0];   
		end
		else begin
			forward_rm = ex_Rm;
		end
		if ( cbz_or_br & id_ex_reg_write & (ex_Rd == id_Rd)) begin
				forward_idB = 1'b1;      				 
				forward_id_BR_data =	 ALU_result;
			end
		if ( cbz_or_br & ex_mem_reg_write & (mem_Rd == id_Rd)) begin
				forward_idB = 1'b1;      					 
				forward_id_BR_data = mem_ALU_result;
			end
		if ( cbz_or_br & mem_wb_reg_write & (wb_Rd == id_Rd)) begin
				forward_idB = 1'b1;      					 
				forward_id_BR_data = wb_write_data;
			end
		if (ex_mem_reg_write & (mem_Rd != 5'd31)) begin
			if  (mem_Rd == ex_Rn) begin
				forward_A = 2'b10;			
			end
			if (mem_Rd == forward_rm) begin
				forward_B = 2'b10;   
			end
		end
		if (mem_wb_reg_write & (wb_Rd != 5'd31)) begin
			if  (wb_Rd == ex_Rn) begin
				forward_A = 2'b01;
			end
			if (wb_Rd == ex_Rm) begin
				forward_B = 2'b01;
			end
		end
		end
endmodule 
[run.sh]
#!/bin/bash
# OpenROAD 26Q1-2900-gdf79404cd8, Yosys 0.63+post, stock flow scripts
make -C /OpenROAD-flow-scripts/flow DESIGN_CONFIG=/design/flow/config.mk WORK_HOME=/design/flow/orfs finish
==> summary.txt <==
The run has ended; figures from its reports follow.

The initial antenna violation count is 0. The global-route usage over all layers came out at 11.6%. The total grt overflow is 0.

The aggregate negative setup slack came out at 0 ns. There are 0 flip-flops and latches. The type of the worst setup path is in2out. The detailed router placed 3,744 vias in this run.

The minimum clock period after layout came out at 11.19 ns. The floorplan step defined a die boundary enclosing 23,700 sq um. The flow ran to the end, and the final reports show no timing, DRC or antenna violations.

Setup repair after global routing left no endpoint under its margin. The post-route netlist has 5.08% of its cells at a drive strength greater than 1. The cell with the largest stage delay on the worst path is sky130_fd_sc_hd__nor2_4. The largest net degree at the start of global routing is 67. Counting the warning lines in the Yosys log gives 1.

The post-detailed-placement half-perimeter wirelength is 12,800 microns. The static leakage power is 0.00181 uW. The area added between synthesis and finish is 146%. The cell row count is 48. After clock tree synthesis, the setup repair step added 0 buffers. The flow reports an fmax of 89.4 MHz. The routability congestion estimate came out at 0.922. The report lists the number of cells resized after CTS as 0. The max-slew headroom at the worst pin is 37.5%. STA classifies the critical path endpoint as an output port. The slew at the pin closest to its max-slew limit is 0.935 ns. The total setup violations reported at the end of the flow is 0.

After layout, the worst path uses 55.4% of the clock period. On the critical path the data arrives at 7.15 ns. According to the hold report, the worst path is of the in2out type. The number of global-route vias before repair is 3,821. The worst-case vdd ir drop came out at 0.00841 mV. Among the stages of the critical path, the cell type that occurs most often is sky130_fd_sc_hd__clkdlybuf4s50_1.

The final count of pins violating max slew came out at 0. Per the post-route antenna check, the number of violating nets is 0. The yosys-reported design area after synthesis came out at 2170 sq um. The die outline width is 154 microns. The mean number of vias per cell is around 4.3. The count of antenna diodes in the layout is 0. The post-synthesis cell count from yosys is 371. The fill cell total of the finished layout came out at 1,896.

The global routing report lists met2 layer usage as 20.3%. Hold timing on the final database bottoms out at a slack of 9.00 ns. The cell type that accounts for the most area after synthesis is sky130_fd_sc_hd__nand3_1. For reference, the top cells by area after synthesis are sky130_fd_sc_hd__nand3_1 16%, sky130_fd_sc_hd__a31oi_1 15%, sky130_fd_sc_hd__nor2_1 11%. The peak per-stage delay on the critical path came out at 0.75 ns.

The number of distinct library cells after synthesis is 34. The total core area came out at 17,500 sq um. The detailed router's first-iteration violation count is around 160. The per-cell routed wire length came out at 17.4 microns. The wire length of the first global-routing pass is 22,400 microns.

The area of all sequential standard cells came out at 0 sq um. The fraction of met1 tracks used by global routing came out at 13.7%. The floorplan step records an initial core utilization of 12.4%. The number of top-level pins is 329.

The tally of OpenROAD warnings is approximately 50. Wires add up to 15,300 microns. The tally of buffers added on design ports came out at just over 300. The most frequently used cell type in the post-synthesis netlist is sky130_fd_sc_hd__nand3_1. Summing the sequential cell areas from Yosys gives 0% of the chip area. The number of remaining DRC errors came out at 0. Yosys reports that the most numerous cell types are 69 x sky130_fd_sc_hd__nand3_1, 65 x sky130_fd_sc_hd__nor2_1, 58 x sky130_fd_sc_hd__nand2_1. The multi-input combinational cells in the finished layout cover a total of roughly 1900 sq um. The synthesized instance count is 371. The worst setup path is launched from an input pin. The global routing stage identified its most utilized layer as met2. The total standard cell area after synthesis came out at 2170 sq um.

The total count of hold-check failures in the final report came out at 0. The flow reported a cell area power density of 13.1 nW/um^2. The final layout report lists a clock buffer count of 0. The total of max-cap violations came out at 0. The data required time reported for the critical path is 16.16 ns.

The met3 layer usage reported by global route is 4.10%. Listed in order, past its start point the critical path passes clkdlybuf4s50_1 > xnor2_1 > nand4_1 > nor2_4 > buf_4 > nand3_1 > a31oi_1 > clkdlybuf4s50_1. From bottom edge to top edge, the die measures 154 microns. The top-area cell type share of the netlist area came out at 15.9%. The total power consumption of the routed design came out at approximately 70 uW.

The count of hold buffers inserted by post-cts repair is 0. The mean cell area of the mapped netlist came out at 5.85 sq um. The iteration count of the initial detailed-routing pass came out at 4.

The worst-path maximum fanout is 33.
cell families (layout without fill, tap and decap cells):
kind of cell,count (synthesis),after routing,share of synthesized area (%)
AND/OR/NAND/NOR,219,219,46.2
AND-OR/OR-AND,74,74,24.9
buffers and inverters,42,321,13.8
XOR/XNOR,32,32,13.3
multiplexers,4,4,1.85
power breakdown:
group	switching (uW)	internal, uW
clock	0	0
sequential	0	0
combinational	18.1	51.9
total	18.1	51.9
final cells by class:
| class | count | area share [%] |
|---|---|---|
| Tap cell | 225 | 5.28 |
| Multi-Input combinational cell | 329 | 35.3 |
| Timing Repair Buffer | 316 | 59.1 |
| Inverter | 5 | 0.352 |
cell usage in the layout (no fill, tap or decap):
cell type                         netlist  final
sky130_fd_sc_hd__a2111oi_0              1      1
sky130_fd_sc_hd__a211o_1                1      1
sky130_fd_sc_hd__a21oi_1                2      2
sky130_fd_sc_hd__a222oi_1               1      1
sky130_fd_sc_hd__a22o_1                 1      1
sky130_fd_sc_hd__a22oi_1                1      1
sky130_fd_sc_hd__a31oi_1               53     53
sky130_fd_sc_hd__a31oi_2               11     11
sky130_fd_sc_hd__and2_4                 1      1
sky130_fd_sc_hd__and3_1                 3      3
sky130_fd_sc_hd__buf_4                  2      5
sky130_fd_sc_hd__clkdlybuf4s50_1        0    311
sky130_fd_sc_hd__inv_1                  5      5
sky130_fd_sc_hd__mux2i_1                4      4
sky130_fd_sc_hd__nand2_1               58     57
sky130_fd_sc_hd__nand2_2               10     11
sky130_fd_sc_hd__nand3_1               69     69
sky130_fd_sc_hd__nand3_2                1      1
sky130_fd_sc_hd__nand4_1                3      3
sky130_fd_sc_hd__nor2_1                65     64
sky130_fd_sc_hd__nor2_4                 0      1
sky130_fd_sc_hd__nor4_1                 5      5
sky130_fd_sc_hd__nor4_4                 1      1
sky130_fd_sc_hd__nor4bb_1               1      1
sky130_fd_sc_hd__o211ai_1               1      1
sky130_fd_sc_hd__o21ai_0                2      2
sky130_fd_sc_hd__or2_2                  1      1
sky130_fd_sc_hd__or4_1                  1      1
sky130_fd_sc_hd__xnor2_1               13     13
sky130_fd_sc_hd__xor2_1                18     18
sky130_fd_sc_hd__xor2_2                 1      1
critical path, delay by kind of cell:
family / cells / cell delay, ns
buffers and inverters: 3 / 1.63
AOI/OAI and AO/OA: 1 / 0.29
and+or+nand+nor: 3 / 1.03
xor gates and xnor gates: 1 / 0.15
through the flow:
step                      utilization (%)  setup WS [ns]  instance area [sq um]  cells
after floorplan                         -          10.97                   2170    371
after global placement               30.5           8.99                   5330    875
after detailed placement             30.5           8.96                   5330    875
after CTS                            30.5           8.96                   5330    875
after global routing                 30.5           8.83                   5330    875
final                                30.5           9.01                   5330    875
layer usage:
layer | part of all wire, % | up-vias
met5 | 0 | -
met4 | 1.1 | 0
li1 | - | 1879
met1 | 41 | 1643
met3 | 10 | 10
met2 | 48 | 212
path summary, 6_finish.rpt:
kind / start / end / slack (ns) / depth (start not counted)
setup / recovery: id_Rd[0] / forward_id_BR_data[26] / 9.01 / 8
hold / removal: mem_ALU_result[58] / forward_id_BR_data[58] / 9.00 / 4
Power and IR drop assume default switching activity.
